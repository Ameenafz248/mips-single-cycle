File: ./design.v
module adder #(parameter WIDTH = 64) (input [WIDTH - 1 : 0] op1, op2, output [WIDTH - 1: 0] out);
    assign out = op1 + op2;
endmodule
module alu ( input [63:0] in1, in2, input [2:0] ALUControl,
             output reg [63:0] out, output reg zero
            );
    assign zero = ~|out;
    always @(*) begin
        if (ALUControl == 3'b010) begin
            out <= in1 + in2;
        end
        else begin
            out <= in1 - in2;
        end
    end
endmodule
module alu_decoder(input [5:0] func, input [1:0] ALUOp, output reg [2:0] ALUControl);
    always @(*) begin
        if (ALUOp == 2'b00) begin
            ALUControl = 3'b010;
        end
        else if (ALUOp == 2'b01) begin
            ALUControl = 3'b110;
        end
        else begin
            if (func == 6'b100000) begin
                ALUControl = 3'b010;
            end
            else 
                ALUControl = 3'b110;
        end
    end
endmodule
module controller(input [5:0] op, func, 
                    input zero, 
                    output MemtoReg, MemWrite, ALUSrc, PCSrc, RegDst, RegWrite,
                    output [2:0] ALUControl
                );
        wire branch;
        wire [1:0] ALUOp;
    main_decoder md(.op(op), .MemtoReg(MemtoReg), .MemWrite(MemWrite), .ALUSrc(ALUSrc), .branch(branch), .RegDst(RegDst), .RegWrite(RegWrite), .ALUOp(ALUOp));
    alu_decoder ad(.func(func), .ALUOp(ALUOp), .ALUControl(ALUControl));
    assign PCSrc = branch & zero;        
endmodule
module datapath(input clk, reset,
                input MemtoReg, PCSrc, ALUSrc, RegDst, RegWrite, 
                input [2:0] ALUControl,
                input [63:0] readdata,
                input [31:0] instr,
                output zero,
                output [63:0] pc,
                output [63:0] aluout, writedata 
                );
    wire [4:0] wa3;
    wire [63:0] rd1, rd2, wd3;
    mux2 #(5) muxwa3(instr[20:16], instr[15:11], RegDst, wa3);
    mux2 #(64) muxwd3(aluout, readdata, MemtoReg, wd3);
    regfile rf(.clk(clk), .we3(RegWrite), .ra1(instr[25:21]), .ra2(instr[20:16]), .wa3(wa3), .wd3(wd3), .rd1(rd1), .rd2(writedata));
    wire [63:0] extended_immediate;
    sign_extend se(.in(instr[15:0]), .out(extended_immediate));
    wire [63:0] shifted_immediate;
    sl2 sl(.in(extended_immediate), .out(shifted_immediate));
    wire [63:0] pcplus4, nextpc, nextbr;
    adder #(64) ad1(pc, 64'b100, pcplus4);
    adder #(64) ad2(pcplus4, shifted_immediate, nextbr);
    mux2 #(64) mux_nextpc(pcplus4, nextbr, PCSrc, nextpc);
    set_pc sp(clk, reset, nextpc, pc);
    wire [63:0] SrcB; 
    mux2 #(64) mux_aluop(writedata, extended_immediate, ALUSrc, SrcB);
    alu alu_inst(.in1(rd1), .in2(SrcB), .ALUControl(ALUControl), .out(aluout), .zero(zero));
endmodule
module set_pc(input clk, reset, input [63:0] nextpc, output reg [63:0] pc);
    always @(posedge clk) begin
        if (reset) begin
            pc <= 64'b0;
        end
        else
            pc = nextpc;
    end
endmodule
module main_decoder(input [5:0] op, 
                    output MemtoReg, MemWrite, ALUSrc, branch, RegDst, RegWrite,
                    output [1:0] ALUOp
                    );
    reg [7:0] control_sig;
    assign {MemtoReg, MemWrite, ALUSrc, branch, RegDst, RegWrite, ALUOp} = control_sig;
    always @(*) begin
    case (op) 
        6'b000000:  control_sig <= 8'b00001110;
        6'b001000:  control_sig <= 8'b00100100;
        6'b000100:  control_sig <= 8'b00010001;
        6'b100011:  control_sig <= 8'b10100100;
        6'b101011:  control_sig <= 8'b01100000;
        default:   control_sig <=  8'bxxxxxxxx;
    endcase
    end
endmodule
module mips(input clk, reset, 
            output [63:0] pc,
            input [31:0] instr,
            output MemWrite,
            output [63:0] aluout, writedata,
            input [63:0] readdata
            );
        wire zero, MemtoReg, ALUSrc, PCSrc, RegDst, RegWrite;
        wire [2:0] ALUControl;
        controller c(.op(instr[31:26]), .func(instr[5:0]), .zero(zero), .MemtoReg(MemtoReg), .MemWrite(MemWrite), .ALUSrc(ALUSrc),
        .PCSrc(PCSrc), .RegDst(RegDst), .RegWrite(RegWrite), .ALUControl(ALUControl));
        datapath d(clk, reset, MemtoReg, PCSrc, ALUSrc, RegDst, RegWrite, ALUControl, readdata, instr, zero, pc, aluout, writedata);
endmodule
module mux2 #(parameter WIDTH = 8) (input [WIDTH - 1 : 0] in1, in2,
                                input sel,
                                output [WIDTH - 1 : 0] out  
                    );
    assign out = (sel) ? in2 : in1;
endmodule
module regfile(input clk, we3, 
               input [4:0] ra1, ra2, wa3,
               input [63:0] wd3, 
               output [63:0] rd1, rd2
                );
    reg [63:0] REG [31:0];
    always @(posedge clk) begin
        if (we3) begin
            REG[wa3] <= wd3;
        end
    end
    assign rd1 = (ra1 != 0) ? REG[ra1]: 0;
    assign rd2 = (ra2 != 0) ? REG[ra2]: 0;
endmodule
module sign_extend(input [15:0] in, output [63:0] out);
    assign out = {{48{in[15]}}, in};
endmodule
module sl2(input [63:0] in, output [63:0] out);
    assign out = (in << 2);
endmodule
File: ./run.sh
#!/bin/bash
# OpenROAD 26Q1-2900-gdf79404cd8, Yosys 0.63+post, stock flow scripts
make -C /OpenROAD-flow-scripts/flow DESIGN_CONFIG=/design/flow/config.mk WORK_HOME=/design/flow/orfs finish
File: ./config.mk
export PLATFORM = sky130hd
export DESIGN_NAME = mips
export DESIGN_NICKNAME = mips
export VERILOG_FILES = /design/flow/design.v
export SDC_FILE = /design/flow/constraint.sdc
export NUM_CORES = 4
export LEC_CHECK = 1
export CORE_UTILIZATION = 40
File: ./constraint.sdc
current_design mips

set clk_period 69.7
set clk_io_pct 0.2

create_clock -name clk0 -period $clk_period [get_ports {clk}]

set non_clock_inputs [all_inputs -no_clocks]
set_input_delay [expr $clk_period * $clk_io_pct] -clock clk0 $non_clock_inputs
set_output_delay [expr $clk_period * $clk_io_pct] -clock clk0 [all_outputs]
==> run summary <==
Notes on the flow outputs.

- The post-synthesis share of cell area spent on and-or and or-and gates reads 7.80%.
- The smallest hold slack is 0.674 ns.
- The flow reports that combinational logic draws 25.0% of the design power.
- The smallest clock period supported by the final layout is computed as 39.22 ns.
- The number of standard cells after synthesis reads 7256.
- The number of antenna-violating nets in the routed design is 0.
- The uppermost layer routed reads met5.
- The clock tree has to reach 2110 sinks.
- STA shows the worst min-delay path finishing at d.sp.pc[12].
- The startpoint of the worst hold path is d.sp.pc[12].
- The number of cells on the worst hold path is 3.
- The met1 wire length is 132000 um.
- In the routed layout, each cell is associated on average with a via count of 6.47.
- The top fanout value on the critical path is 52.
- Leaving out filler cells and counting taps, the final layout contains 11400.
- The capturing element type of the critical path reads an output pin.
- For this run the top cell type by instance count after synthesis was sky130_fd_sc_hd__edfxtp_1.
- The number of buffers inserted to repair setup after CTS reads 0.
- The area of combinational cells with multiple inputs reads 44400 um^2.
- The proportion of synthesized flip-flops having asynchronous set or reset reads 0%.
- In the floorplan report the effective utilization is 40.3%.
- The library cell appearing most often on the critical path is sky130_fd_sc_hd__buf_4.
- In the power breakdown, the internal column shows 2.67 mW.
- Across all layers, the routed design uses 73800 vias.
- The timing report attributes the biggest portion of critical-path delay to buffers and inverters.
- The required time of the critical path is 55.76 ns.
- For this run, the slowest stage of the critical path takes 0.84 ns.
- The type of the worst setup path reads in -> out.
- From synthesis to final layout, the design area changed by 14.3%.
- The iteration-0 DRC count of the detailed router is 5226.
- For this design, Yosys synthesis ends with a cell count of 7256.
- Entering global routing, the biggest net connects 82 pins.
- The placed instance count reads 11000.
- Setup repair after global routing left no endpoint under its margin.
- The total power per unit cell area is 31.1 nW/um^2.
- The later pin in the worst-skew pair is clocked with a latency of 0.93 ns.
- The maximum operating frequency is 25.5 MHz.
- The final wirelength reads 425000 um.
- The number of buffers added on ports reads 288.
- The slowest cell on the critical path is sky130_fd_sc_hd__nor4_1.
- The net switching fraction of the power reads 31.3%.
- The top-level I/O count reads 291.
- TritonCTS built the clock tree.
- The number of antenna violations at the first check in global routing is 29.
- STA puts the critical path data arrival time at 25.28 ns.
- The final RePlAce weighted congestion reads 0.979.
- The clock tree skew after final layout is 0.266 ns.
- The simple-gate share of the synthesized area reads 6.01%.
- The post-CTS hold buffer count recorded in the log is 0.
- Counting the buffers created by CTS gives 225.
- The portion of total power attributed to the clock network reads 30.7%.
- The total count of max-transition violations in the final report is 0.
- The main area contributors are sky130_fd_sc_hd__edfxtp_1 (56%), sky130_fd_sc_hd__mux4_2 (15%), sky130_fd_sc_hd__mux2i_1 (6.1%), sky130_fd_sc_hd__a22oi_1 (1.6%), sky130_fd_sc_hd__ha_1 (1.4%).
- In the final layout, the share of cells above drive strength 1 is 21.6%.
- After synthesis the netlist holds a flip-flop and latch count of 2110.
- The register-to-register setup slack reads 59.22 ns.
- The depth of the worst register-to-register path reads 25.
- The number of buffers between clock root and the deepest sink reads 4.
- The xor/xnor cell area share of the yosys netlist reads 1.77%.
- The number of optimization iterations in the first detailed-route pass is 6.
- The startpoint of the most critical register-to-register path is d.rf.REG[30][20].
- The net switching component of the power is 1.22 mW.
- The routed wire length on met2 is 184000 um.
- Per the final timing report, the hold violations number 0.
- The die boundary width is 525 um.
- The post-layout worst setup margin reads 30.48 ns.
- The class of the tightest hold or removal check is reg -> reg.
- The final power report lists total power as 3.88 mW.
- The total of cells resized after clock tree synthesis is 0.
- Across the whole layout, storage elements account for 62700 um^2.
- The main logic family after synthesis is multiplexers.
- The leakage power is 42.6 nW.
- The distinct cell type count after synthesis reads 90.
- The clock slew at the register clock pins of the worst setup and hold paths reads 0.06 ns.
- Per the post-run analysis, buffers plus inverters along the critical path come to 8.
- The share of the yosys chip area belonging to registers is 57.4%.
- The number of OpenROAD warnings is 27.
- The via count of the first global-routing pass is 77700.
- sky130_fd_sc_hd__edfxtp_1 takes more of the synthesized area than any other cell.
- The area of the core region reads 271000 um^2.
- Looking at the max-slew report, the worst-margin pin has a slew of 1.22 ns.
- The endpoint of the worst-slack reg-to-reg timing path is d.sp.pc[14].
- The residual DRC count reads 0.
- The library cell used as clock root buffer is sky130_fd_sc_hd__clkbuf_16.
- The count of final setup violators is 0.
- Per the post-synthesis stats, the area per cell is 15.1 um^2.
- The number of cells on the critical path reads 31.
- The worst vdd rail ir drop reads 34.1 uV.
- For this run, the number of Yosys warnings is 6.
- Summed over all nets, the half-perimeter wirelength after detailed placement is 275000 um.
- The post-route fraction of the period consumed by the critical path reads 56.3%.
- The sum of negative setup slack is 0 ns.
- Ranked by instance count, the synthesized netlist is headed by sky130_fd_sc_hd__edfxtp_1 (2048), sky130_fd_sc_hd__mux4_2 (746), sky130_fd_sc_hd__mux2i_1 (670).
- The first global-routing pass estimated 591000 um of wire.
- The length of routed met3 wiring reads 83300 um.
- Global routing used 33.2% of the available tracks.
- The cell-mix breakdown from Yosys lists the adder-cell area share as 1.48%.
- The run finished with clean final reports.
- The placement-stage worst setup slack is 30.48 ns.
- The tally of max-capacitance violations reads 0.
- The area of the chip is 275000 um^2.
- The total number of H-tree levels reads 4.
- The post-synthesis chip area from yosys is 109000 um^2.
- The number of flops mapped to enable cells by yosys is 2048.
- The number of rows created at floorplan is 191.
- The most used flip-flop cell after synthesis is sky130_fd_sc_hd__edfxtp_1.
- The number of filler instances in the final layout reads 23000.
- For this sky-water flow run, the detailed-routed wirelength per cell is reported as 37.3 um.
- The synthesized area reads 109000 um^2.
- From bottom edge to top edge, the die measures 525 um.
- The category of the worst setup path launch point reads an input port.
- The proportion of synthesized area in mux cells is 23.1%.
- The max-slew check reports its worst relative slack as 18.6%.
- The power report attributes to the sequential group a share of 44.3%.
- Per the GRT congestion report, total overflow comes to 0.
- The area share of the largest cell type after synthesis is 56.2%.
area by class of cell:
type	instances	share of cell area, %
multi-input cells	4544	35.5
inverters	72	0.218
repair buffers	671	4.67
clock buffers	269	4.67
diodes	19	0.0380
clock inverters	141	1.07
well taps	3570	3.57
flip-flops and latches	2110	50.2
per-stage QoR:
stage               area, um^2  utilization [%]
detailed placement      118000             43.4
global placement        118000             43.4
global route            125000             46.1
CTS                     125000             46.1
finish                  125000             46.1
floorplan               109000                -
placed cells by master (no fill, tap or decap), types with 43 or more instances in the layout:
cell type / Yosys / layout
sky130_fd_sc_hd__a21o_1: 43 / 43
sky130_fd_sc_hd__a21oi_1: 275 / 272
sky130_fd_sc_hd__a221oi_1: 79 / 79
sky130_fd_sc_hd__a22oi_1: 230 / 230
sky130_fd_sc_hd__and2_1: 84 / 81
sky130_fd_sc_hd__and3_1: 45 / 44
sky130_fd_sc_hd__buf_4: 38 / 378
sky130_fd_sc_hd__clkbuf_16: 0 / 227
sky130_fd_sc_hd__clkdlybuf4s50_1: 0 / 276
sky130_fd_sc_hd__clkinv_1: 0 / 56
sky130_fd_sc_hd__dfxtp_1: 62 / 62
sky130_fd_sc_hd__edfxtp_1: 2048 / 2048
sky130_fd_sc_hd__ha_1: 126 / 126
sky130_fd_sc_hd__inv_1: 72 / 70
sky130_fd_sc_hd__mux2_1: 49 / 49
sky130_fd_sc_hd__mux2_2: 107 / 107
sky130_fd_sc_hd__mux2i_1: 670 / 670
sky130_fd_sc_hd__mux4_2: 746 / 746
sky130_fd_sc_hd__nand2_1: 416 / 415
sky130_fd_sc_hd__nand3_1: 154 / 154
sky130_fd_sc_hd__nand4_1: 72 / 72
sky130_fd_sc_hd__nor2_1: 352 / 314
sky130_fd_sc_hd__nor3_1: 92 / 84
sky130_fd_sc_hd__o21ai_0: 150 / 132
sky130_fd_sc_hd__o221ai_1: 59 / 59
sky130_fd_sc_hd__o22ai_1: 73 / 73
sky130_fd_sc_hd__xnor2_1: 132 / 132
sky130_fd_sc_hd__xor2_1: 89 / 89
power by group through the flow:
stage	clock network (mW)	registers, mW	logic [mW]
finish	1.19	1.72	0.971
global route	1.25	1.73	1.02
CTS	1.20	1.72	0.944
layer usage:
metal,global-route usage (%),up-vias
met1,37.0,36600
met2,45.5,5677
met4,14.4,69
met3,27.8,1065
met5,5.02,-
li1,-,30400
worst min-delay path, delay by kind of cell, from the launching register on:
kind / cells / cell delay, ns
xor+xnor: 1 / 0.12
mux: 1 / 0.06
simple gates: 1 / 0.07
flops: 1 / 0.38
flip-flops by register name, indices dropped and copies added, names as in the netlist:
signal and cells:
d.rf.REG 2048, d.sp.pc 62
logic make-up after synthesis:
kind of cell	Yosys count
flip-flops	2110
multiplexers	1572
AND/OR/NAND/NOR	1378
AND-OR/OR-AND	1243
buffers and inverters	603
XOR/XNOR	221
adder cells (fa/ha/maj)	128
other	1
worst max-delay path by stage:
| stage | startpoint | slack, ns | to |
|---|---|---|---|
| after CTS | instr[16] | 30.44 | aluout[63] |
| after global routing | instr[16] | 29.79 | aluout[61] |
| final | instr[16] | 30.48 | aluout[61] |
No activity file was given, so power comes from the tool's default toggle rates.
